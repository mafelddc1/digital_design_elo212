<file path="./run.sh">
#!/bin/bash
# OpenROAD 26Q1-2900-gdf79404cd8, Yosys 0.63+post, stock flow scripts
make -C /OpenROAD-flow-scripts/flow DESIGN_CONFIG=/design/flow/config.mk WORK_HOME=/design/flow/orfs finish
</file>
<file path="./config.mk">
export PLATFORM = sky130hd
export DESIGN_NAME = counter_N
export DESIGN_NICKNAME = counter_N
export VERILOG_FILES = /design/flow/design.v
export SDC_FILE = /design/flow/constraint.sdc
export NUM_CORES = 4
export LEC_CHECK = 1
export CORE_AREA = 10 10 70 70
export DIE_AREA = 0 0 80 80
</file>
<file path="./constraint.sdc">
current_design counter_N

set clk_period 1.0
set clk_io_pct 0.2

create_clock -name clk0 -period $clk_period [get_ports {clk}]

set non_clock_inputs [all_inputs -no_clocks]
set_input_delay [expr $clk_period * $clk_io_pct] -clock clk0 $non_clock_inputs
set_output_delay [expr $clk_period * $clk_io_pct] -clock clk0 [all_outputs]
</file>
<file path="./design.v">
`timescale 1ns / 1ps
module counter_N #(parameter N=4)(
    input  logic          clk, reset,
    output logic [N-1:0]  count
    );
    always_ff @(posedge clk) begin
        if (reset) begin
            count <= 'b0;
        end
        else begin
            count <= count+1;
        end
    end
endmodule
</file>
==> summary.txt <==
Notes from the flow run.

STA:
- The run gives the worst slew margin relative to its limit as 91.3%.
- Setup repair after global routing left no endpoint under its margin.
- From the final report, the count of setup violators was given as 0.
- The run puts the final critical delay including setup and external delays at a little under 1 ns.
- The run gives the fraction of the cycle the final worst path needs as a little over nine tenths.
- The run puts the maximum frequency from static timing analysis at a little over 1000 MHz.
- The run puts the tightest hold margin at 0.504 ns.
- Looking at the max-slew report, the worst-margin pin has a slew of about 0.13 ns.
- The run gives the clock skew as 0.00502 ns.
- The run puts the final-report max-slew violation count at 0.
- Endpoints failing hold in the final report were tallied at 0.

Synth:
- For this run, the number of Yosys warnings is 1.
- The run puts the average size of a mapped cell at 11.2 um^2.
- The run gives the cell count in the Yosys report as 13.
- The most common cell in the synthesized netlist is dfxtp_1.
- The run puts the instance count of the mapped netlist at 13.
- The run gives the sequential area share after synthesis as 55.2%.
- The run gives the async set-or-reset flop fraction in the synthesized netlist as 0%.
- The run gives the number of flip-flops and latches in the synthesized netlist as 4.
- Per the synthesis report, the dominant area consumer among library cells is dfxtp_1.
- The synthesis run shows the most used standard cells to be 4 x dfxtp_1, 3 x nor2_1, 2 x nor2b_1.
- The run puts the post-synth area from yosys stat at 145 um^2.
- The run gives the number of flops mapped to enable cells by yosys as 0.
- The synthesis report names the predominant flop master as dfxtp_1.
- The run gives the number of unique standard cell types used by synthesis as 7.
- The run puts the netlist area before placement at 145 um^2.
- The run gives the top cell type's share of synthesized area as between 50% and 60%.
- In the post-synthesis netlist, the biggest area contributors are dfxtp_1 55%, mux2_4 10%, ha_1 8.6%.

GRT:
- The run gives the wire length of the first global-routing pass as roughly 700 um.
- The run gives the largest net degree at the start of global routing as 4.
- The number of antenna violations at the first check in global routing is 0.
- The run gives the final global-route overflow total as 0.
- Overall routing resource usage recorded by global route was approximately 1.6%.
- The run puts the number of global-route vias before repair at 158.

Job:
- Summing over the stages, the warning tally comes to 25.
- The run puts the max-cap check violation count at 0.

Placed design:
- The run puts the number of buffer cells added on primary ports at 5.
- The run gives the final weighted congestion of routability-driven global placement as 0.673.
- The run gives the total cell area at the placement stage as just under 300 um^2.

Setup path:
- The run puts the length in cells of the worst reg-to-reg path at 3.
- The critical path in this run is classified as register to output port.
- All stages included, the depth of the critical timing path comes to 1.
- The run gives the maximum fanout count along the critical path as 2.
- The run gives the sum of buffers and inverters on the critical path as 1.
- The worst setup path is launched from a register.
- The timing report shows that the slowest cell on the worst path is dfxtp_2.
- Among cell families on the critical path, the largest total delay comes from flip-flops.
- The run puts the worst path required time at 0.80 ns.
- The worst setup path is captured at an output port.
- The report lists the cells along the critical path as dlygate4sd2_1.
- For this run, the slowest stage of the critical path takes 0.31 ns.
- The run gives the data arrival time of the critical path as 0.77 ns.

Power:
- The run puts the worst voltage drop across the vdd grid at 0.326 mV.
- The run puts the total power draw at ~0.44 mW.
- The clock network accounts for 47.1% of the total power.
- The share of total power dissipated in combinational logic is 12.5%.
- Total power normalized to cell area comes to approximately 1400 nW/um^2.
- Net switching is 22.0% of the power.
- The run gives the reported net switching power as 0.0970 mW.
- The run gives the sequential power share as between 40% and 50%.
- The run puts the standby leakage power at 0.129 nW.
- The run puts the internal power component at 0.343 mW.

Die:
- The run gives the area of the core as 3420 um^2.
- The die is ~80 um tall.
- The die covers roughly 6400 um^2.
- The run puts the starting density of the core at between 4 and 5%.
- The run puts the I/O pin count at 6.
- The run puts the standard-cell row count at 21.
- The run puts the horizontal die size at ~80 um.

Drt:
- For this run, design rule violations remaining after detail routing come to 0.
- The run puts the via count at 141.
- The run puts the remaining antenna violation count at 0.
- The run gives the total wire length as 442 um.
- The run gives the length of the first detailed-routing pass in iterations as 4.
- The run gives the per-cell via count in the routed design as 1.93.
- The run gives the number of DRC violations after detailed-routing iteration 0 as 3.
- The run gives the wire length per cell as 6.05 um.

Final layout:
- The register with the most flip-flops in the layout has 4 of them.
- The run puts the post-route standard cell area excluding fillers at 314 um^2.
- The run gives the share of post-route cells with drive strength above 1 as 53.8%.
- The run gives the largest register by flop count as count.
- The area growth from synthesis to layout is 116%.
- The run puts the utilization after layout at 9.19%.
- The largest registers in the layout are count (4).

Clock network:
- The run gives the clock edge transition at the registers on the reported setup and hold paths as 0.04 ns.
- The run puts the CTS buffer count at 3.
- Clock tree synthesis found a total of 4 sinks.
- The run puts the number of hold-repair buffers added at the cts stage at 0.
- The run gives the worst-case clock buffer depth as 2.
- The root buffer cell chosen for the clock tree is clkbuf_4.
- TritonCTS built the clock tree.
- In this run the post-CTS setup repair buffer count came out at 0.
- The run gives the source-to-sink clock delay at the later pin of the worst-skew pair as between 0.2 and 0.25 ns.
- The run puts the maximum level of the CTS H-tree at 1.

Status:
- The flow ran to the end, and the final reports show no timing, DRC or antenna violations.

Hold path:
- The run gives the cell depth of the worst hold path as 2.
- The min-delay analysis places its worst path in the category register to register.
-- placed cells by master, fill, tap and decap left out, drive strengths merged --
cell,Yosys,final
mux2,1,1
diode,0,1
clkdlybuf4s50,0,1
ha,1,1
buf,0,5
nor2b,2,2
nand3,1,1
nor2,3,3
clkdlybuf4s15,0,2
dfxtp,4,4
dlygate4sd2,0,1
xnor2,1,1
clkbuf,0,4
-- through the flow --
step           instances  setup WS (ns)  TNS [ns]
3_3_place_gp          69         -0.124    -0.139
6_report              73         0.0264         0
5_1_grt               72       0.000206         0
2_1_floorplan         13          0.180         0
4_1_cts               72         0.0112         0
3_5_place_dp          69         -0.148    -0.177
-- what timing repair did --
item | 4_1_cts | 5_1_grt
setup endpoints to repair | 4 | 4
pin swaps | 0 | 0
resized | 8 | 4
-- tightest hold or removal path: cells and delay by family (launching register included) --
family	cells	cell delay, ns
buf+inv	1	0.11
flops	1	0.31
simple gates	1	0.04
-- routing by layer --
layer	share of wire, %	up-vias	global-route usage [%]
met1	39	61	1.40
met3	37	0	3.41
met4	0	0	0.352
li1	-	69	-
met2	24	11	1.28
met5	0	-	0
-- kinds of logic (layout without fill, tap and decap cells) --
kind of cell	count (synthesis)	in the layout	synth area share (%)
xor+xnor	1	1	6.04
fa+ha+maj	1	1	8.62
buf+inv	0	13	0
flops	4	4	55.2
mux	1	1	10.3
other cells	0	1	0
simple gates	6	6	19.8
-- worst paths after layout --
path	startpoint	to	slack, ns
max	count[0]$_SDFF_PP0_	count[0]	0.03
min	count[0]$_SDFF_PP0_	count[0]$_SDFF_PP0_	0.50
max reg2reg	count[0]$_SDFF_PP0_	count[1]$_SDFF_PP0_	0.04
min reg2reg	count[0]$_SDFF_PP0_	count[0]$_SDFF_PP0_	0.50
-- power by group through the flow --
| stage | Sequential, mW | Clock (mW) | Combinational [mW] |
|---|---|---|---|
| 4_1_cts | 0.177 | 0.215 | 0.0575 |
| 5_1_grt | 0.179 | 0.231 | 0.0628 |
| 6_report | 0.178 | 0.207 | 0.0550 |
-- area by class of cell --
type	instances	area, um^2
diodes	1	2.50
clock buffers	3	22.5
fillers	399	3100
multi-input cells	9	65.1
flip-flops and latches	4	85.1
well taps	46	57.6
repair buffers	10	81.3
Power and IR drop assume default switching activity.
