--- flow/design.v ---
`timescale 1ns / 1ps
module mux_2 #(parameter width=8)(
    input  logic             s,
    input  logic [width-1:0] d0, d1,
    output logic [width-1:0] y);
    assign y = s ? d1 : d0;
endmodule
`timescale 1ns / 1ps
module mux_4 #(parameter width=8)(
        input  logic [width-1:0] d0, d1, d2, d3,
        input  logic [1:0]       s,
        output logic [width-1:0] y);
    logic [width-1:0] low, hi;
    mux_2 #(width) lowmux(d0,  d1, s[0], low);
    mux_2 #(width) himux (d2,  d3, s[0], hi );
    mux_2 #(width) outmux(low, hi, s[1], y  );
endmodule
--- flow/run.sh ---
#!/bin/bash
# OpenROAD 26Q1-2900-gdf79404cd8, Yosys 0.63+post, stock flow scripts
make -C /OpenROAD-flow-scripts/flow DESIGN_CONFIG=/design/flow/config.mk WORK_HOME=/design/flow/orfs finish
--- flow/config.mk ---
export PLATFORM = sky130hd
export DESIGN_NAME = mux_4
export DESIGN_NICKNAME = mux_4
export VERILOG_FILES = /design/flow/design.v
export SDC_FILE = /design/flow/constraint.sdc
export NUM_CORES = 4
export LEC_CHECK = 1
export CORE_AREA = 10 10 70 70
export DIE_AREA = 0 0 80 80
--- flow/constraint.sdc ---
current_design mux_4

set clk_period 1.8
set clk_io_pct 0.2

create_clock -name clk0 -period $clk_period

set non_clock_inputs [all_inputs -no_clocks]
set_input_delay [expr $clk_period * $clk_io_pct] -clock clk0 $non_clock_inputs
set_output_delay [expr $clk_period * $clk_io_pct] -clock clk0 [all_outputs]
==> impl_metrics.prom <==
# HELP chip_impl_metric Implementation results
# TYPE chip_impl_metric gauge
chip_impl_metric{name="stage_log_warnings",unit=""} 55
chip_impl_metric{name="final_cells",unit=""} 84
chip_impl_metric{name="synth.yosys.chip_area",unit="µm²"} 115.1
chip_impl_metric{name="floorplanUtilization",unit=""} 0.03370
chip_impl_metric{name="syn_inst",unit=""} 14
chip_impl_metric{name="first_global_vias",unit=""} 214
chip_impl_metric{name="layout.cell_area.non_filler",unit="µm²"} 386.6
chip_impl_metric{name="power.share.clock",unit=""} 0
chip_impl_metric{name="wire_per_inst",unit="µm"} 10.48
chip_impl_metric{name="required_arrival_time_at_the_worst_endpoint",unit="ns"} 1.44
chip_impl_info{name="grt_setup_unrepaired",value="true"} 1
chip_impl_metric{name="p_seq_frac",unit=""} 0
chip_impl_metric{name="max_cap_viol_count",unit=""} 0
chip_impl_metric{name="layout-drive-gt1-share",unit=""} 0.3421
chip_impl_info{name="post-synth-top-count-cell",value="sky130_fd_sc_hd__and2_1"} 1
chip_impl_info{name="run_status",value="finished, violations left"} 1
chip_impl_info{name="criticalPathCategory",value="input pin to output pin"} 1
chip_impl_metric{name="core.rowCount",unit=""} 21
chip_impl_metric{name="area_growth_syn_to_layout",unit="%"} 235.9
chip_impl_metric{name="hold-path-cell-count",unit=""} 3
chip_impl_metric{name="cellInternalPower",unit="W"} 0.00004898
chip_impl_metric{name="hold_buffer_count_at_cts",unit=""} 0
chip_impl_metric{name="dp_cells",unit=""} 82
chip_impl_metric{name="combPwrFrac",unit=""} 1.000
chip_impl_metric{name="grt_start_max_net_pins",unit=""} 8
chip_impl_metric{name="yosys_cells",unit=""} 14
chip_impl_metric{name="post_synth_instance_area",unit="µm²"} 115.1
chip_impl_metric{name="post-route-min-period",unit="ns"} 1.924
chip_impl_info{name="crit_path_start_kind",value="input pin"} 1
chip_impl_metric{name="number_of_antenna_violations_at_the_first_check_in_global_routing",unit=""} 0
chip_impl_info{name="synth_area_leader_cell",value="sky130_fd_sc_hd__and2_1"} 1
chip_impl_metric{name="ys_seq_frac",unit=""} 0
chip_impl_metric{name="final-max-slew-violation-count",unit=""} 0
chip_impl_metric{name="worst_slack",unit="ns"} -0.1243
chip_impl_metric{name="groute.layer.met3.usage",unit=""} 0.01705
chip_impl_metric{name="num_vias",unit=""} 187
chip_impl_metric{name="synth_area_per_cell",unit="µm²"} 8.222
chip_impl_metric{name="setup_violations",unit=""} 3
chip_impl_metric{name="power.density_cell_area",unit="nW/µm²"} 178.8
chip_impl_metric{name="max_slew.worst_pin.slew",unit="ns"} 0.1222
chip_impl_metric{name="die_area",unit="µm²"} 6400
chip_impl_metric{name="die_width",unit="µm"} 80
chip_impl_info{name="holdCritStartpoint",value="s[0]"} 1
chip_impl_metric{name="vdd_drop_max",unit="mV"} 0.01889
chip_impl_metric{name="drt_iter0_markers",unit=""} 8
chip_impl_metric{name="floorplan.io_pins",unit=""} 42
chip_impl_info{name="endpoint_kind",value="output pin"} 1
chip_impl_metric{name="ant_nets",unit=""} 0
chip_impl_info{name="gr-max-usage-layer",value="met2"} 1
chip_impl_metric{name="max_clock_freq",unit="MHz"} 519.7
chip_impl_metric{name="number_of_antenna_cells_inserted",unit=""} 0
chip_impl_metric{name="final_min_period_over_clock_period",unit=""} 1.069
chip_impl_metric{name="p_switching",unit="W"} 0.00002015
chip_impl_metric{name="power.leakage",unit="nW"} 0.1639
chip_impl_info{name="timing.hold.worst_endpoint",value="y[0]"} 1
chip_impl_metric{name="timing.critical_path.fanout_max",unit=""} 7
chip_impl_metric{name="grt_first_pass_wirelength",unit="µm"} 1242
chip_impl_metric{name="cp.arrival",unit="ns"} 1.56
chip_impl_metric{name="synth.top_cell.area_share",unit=""} 0.3804
chip_impl_metric{name="grt_util_all_layers",unit=""} 0.02540
chip_impl_metric{name="design.core.area",unit="µm²"} 3416
chip_impl_metric{name="grt_use_met2",unit=""} 0.04173
chip_impl_metric{name="wl",unit="µm"} 880
chip_impl_metric{name="layout.clock_buffers",unit=""} 0
chip_impl_metric{name="layout.filler_cells",unit=""} 403
chip_impl_metric{name="place.gp.congestion",unit=""} 0.7403
chip_impl_metric{name="first_pass_iters",unit=""} 2
chip_impl_metric{name="dr_drc_count",unit=""} 0
chip_impl_metric{name="post_layout_total_power",unit="W"} 0.00006913
chip_impl_metric{name="design.seq.count",unit=""} 0
chip_impl_metric{name="final-seq-area",unit="µm²"} 0
chip_impl_metric{name="post_drt_via_cell_ratio",unit=""} 2.226
chip_impl_metric{name="synth.lib_cells_used.distinct",unit=""} 8
chip_impl_metric{name="relSlewSlack",unit=""} 0.9182
chip_impl_info{name="ys_top_cells_by_area",value="sky130_fd_sc_hd__and2_1, sky130_fd_sc_hd__mux2_4, sky130_fd_sc_hd__nor3b_2, sky130_fd_sc_hd__nor2_4, sky130_fd_sc_hd__a221o_1"} 1
chip_impl_metric{name="floorplan.die.height",unit="µm"} 80
chip_impl_metric{name="io_buffer_count",unit=""} 21
chip_impl_metric{name="place_area",unit="µm²"} 390.4
chip_impl_metric{name="grt_overflow",unit=""} 0
chip_impl_metric{name="post-place-ws",unit="ns"} -0.6107
chip_impl_metric{name="grt_util_met1",unit=""} 0.02835
chip_impl_info{name="timing.hold.worst.class",value="input pin to output pin"} 1
chip_impl_metric{name="yosys_warnings",unit=""} 6
chip_impl_info{name="failing_checks",value="negative setup slack"} 1
chip_impl_metric{name="hold_viol",unit=""} 0
chip_impl_metric{name="switching_fraction_of_total_power",unit=""} 0.2915
power by group through the flow:
stage                 clock network, W   logic, W  registers, W
after CTS                            0  0.0000696             0
after global routing                 0  0.0000752             0
final                                0  0.0000691             0
routing by layer:
| layer | wire (µm) | vias to the layer above |
|---|---|---|
| li1 | - | 97 |
| met1 | 339 | 78 |
| met2 | 394 | 12 |
| met3 | 146 | 0 |
| met4 | 0 | 0 |
| met5 | 0 | - |
worst max-delay path: stages:
cell and delay (ns):
sky130_fd_sc_hd__clkdlybuf4s15_2 0.19, sky130_fd_sc_hd__mux2_4 0.28, sky130_fd_sc_hd__nor2_4 0.12, sky130_fd_sc_hd__and2_1 0.14, sky130_fd_sc_hd__clkdlybuf4s50_1 0.47
cell usage in the layout, fill, tap and decap left out, drive strengths merged:
cell type and instances:
mux2 1, a221o 1, dlygate4sd2 6, and2 7
nor2 2, a22o 1, clkbuf 1, nor3b 1
clkdlybuf4s50 11, clkdlybuf4s15 1, buf 5, and2b 1
timing repair:
action | in CTS | in global routing
setup buffers | 1 | 1
setup endpoints to repair | 8 | 4
gates resized | 20 | 1
pin swaps | 5 | 0
gates cloned | 0 | 0
per-stage QoR:
stage	TNS [ns]	utilization	hold slack [ns]
detailed placement	-4.527	0.1143	1.669
global placement	-4.327	0.1143	1.683
floorplan	0	-	0.7919
finish	-0.3653	0.1132	1.144
global route	-0.5176	0.1132	1.186
CTS	-0.3806	0.1125	1.232
layout make-up:
type	count	area [µm²]	area share
Timing Repair Buffer	24	211.5	0.5469
Multi-Input combinational cell	14	117.6	0.3042
Tap cell	46	57.56	0.1489
worst max path at each step:
stage	from	end	slack, ns	cells past startpoint
after CTS	s[0]	y[4]	-0.13	5
after global routing	s[0]	y[6]	-0.17	5
final	s[0]	y[1]	-0.12	5
cell families after synthesis:
| logic type | Yosys count | share of synthesized area |
|---|---|---|
| AND/OR/NAND/NOR | 11 | 0.6956 |
| multiplexers | 1 | 0.1304 |
| AND-OR/OR-AND | 2 | 0.1739 |
No activity file was given, so power comes from the tool's default toggle rates.
