--- /design/flow/config.mk ---
export PLATFORM = sky130hd
export DESIGN_NAME = counter_4
export DESIGN_NICKNAME = counter_4
export VERILOG_FILES = /design/flow/design.v
export SDC_FILE = /design/flow/constraint.sdc
export NUM_CORES = 4
export LEC_CHECK = 1
export CORE_AREA = 10 10 70 70
export DIE_AREA = 0 0 80 80
--- /design/flow/run.sh ---
#!/bin/bash
# OpenROAD 26Q1-2900-gdf79404cd8, Yosys 0.63+post, stock flow scripts
make -C /OpenROAD-flow-scripts/flow DESIGN_CONFIG=/design/flow/config.mk WORK_HOME=/design/flow/orfs finish
--- /design/flow/design.v ---
`timescale 1ns / 1ps
module counter_4(
    input  logic        clk, reset,
    output logic [3:0]  count
    );
    always_ff @(posedge clk) begin
        if (reset) begin
            count <= 4'b0;
        end
        else begin
            count <= count+1;
        end
    end
endmodule
--- /design/flow/constraint.sdc ---
current_design counter_4

set clk_period 1.5
set clk_io_pct 0.2

create_clock -name clk0 -period $clk_period [get_ports {clk}]

set non_clock_inputs [all_inputs -no_clocks]
set_input_delay [expr $clk_period * $clk_io_pct] -clock clk0 $non_clock_inputs
set_output_delay [expr $clk_period * $clk_io_pct] -clock clk0 [all_outputs]
==> flow_summary.toml <==
# generated from flow reports
[setup_path]
critPathSlowestCell = "clkdlybuf4s50_1"
required_ns = 1.20
critPathMaxStageDelay_ns = 0.50
crit_buf_inv = 1
start_kind = "register"
crit_type = "reg -> out"
cp.depth = 1
crit_path_max_fanout = 3
worstPathArrival_ns = 1.08
path_cells = "clkdlybuf4s50_1"
reg2reg_depth = 2
crit_family = "buffers and inverters"
end_kind = "output pin"

[run]
maxCapViolations = 0
warnings = 25

[clock_tree]
cts_buffers = 3
clkSlewWorstSetupHoldPaths_ns = 0.03
ctsResizeCount = 0
ctsHoldBuffers = 0
cts_root_buffer = "clkbuf_4"
postCtsSetupBuffers = 0
cts_tree = "done"
clk_path_buf_depth = 2
clkSinkCount = 4
insertion_delay_ns = 0.23
cts_max_level = 1

[synthesis]
synth-edff-count = 0
ys_seq_share_pct = 55.2
top_cell = "dfxtp_1"
avgSynthCellArea_sq_um = 11.2
syn-cell-area_sq_um = 145
yosysChipArea_sq_um = 145
ys_ff = 4
synthTopCellsByArea = "dfxtp_1 (55%), mux2_4 (10%), ha_1 (8.6%)"
syn-instance-count = 13
yosysTopAreaCell = "dfxtp_1"
ys_warn_count = 1
synth_top_area_share_pct = 55.2
yosys-stat-cells = 13
synth-async-reset-ratio_pct = 0
common_cells = "dfxtp_1 (4), nor2_1 (3), nor2b_1 (2)"
flop_cell = "dfxtp_1"
synth_cell_types = 7

[power]
vdd_ir_drop_max_mv = 0.112
total_power_uw = 277
p_leak_nw = 0.0956
power_density_nw_per_um2 = 998

[floorplanning]
coreArea_sq_um = 3420
die_width_um = 80
ios = 6
dieHeight_um = 80
die_area_sq_um = 6400
fp_util_pct = 4.25
num_rows = 21

[drt]
drc_errors = 0
vias_per_cell = 1.76
drtPass1Iterations = 2
first_iter_violations = 1
routed_wl_um = 373
ant_nets = 0
routedWlPerCell_um = 5.49
vias = 120

[final_timing]
final-max-slew-violation-count = 0
whs_ns = 0.463
period_used_pct = 91.9
setup_ws_ns = 0.122
setup_viol = 0
slew_headroom_pct = 88.4
worstMarginPinSlew_ns = 0.173
final.setup.tns_ns = 0
rsz0062_at_grt = "false"
fin_skew_ns = 0.00540
period_needed_ns = 1.38
fmax_ghz = 0.726
final_hold_viol_count = 0

[min_path]
hold_class = "reg -> reg"
hold_depth = 1

[place]
pre_cts_slack_ns = 0.220
port_buffers = 5
gp_congestion = 0.646

[global_route]
globalRouteOverflowTotal = 0
antenna_found_initial = 0
grt_max_degree = 6
grt_pass1_wl_um = 545
grt_pass1_vias = 119
grt_usage_pct = 1.34

[finish]
top_regs = "count x4"
regMostFlops = "count"
drive_gt1_share_pct = 19.0
areaGrowthSynthToFinish_pct = 91.4
largest_reg_flops = 4

[outcome]
outcome = "completed"
power breakdown:
group | total [mW] | switching [mW] | internal (mW) | leakage, nW
Combinational | 0.0264 | 0.00719 | 0.0192 | 0.0489
Clock | 0.131 | 0.0416 | 0.0893 | 0.0138
Sequential | 0.120 | 0.00596 | 0.114 | 0.0329
layout by cell type, fill, tap and decap left out, drive strengths merged:
cell type      instances
mux2                   1
clkdlybuf4s50          5
nor2b                  2
clkbuf                 3
nor2                   3
nand3                  1
dfxtp                  4
ha                     1
diode                  1
xnor2                  1
through the flow:
step	cell area, sq um	utilization [%]	instances
finish	278	8.13	68
CTS	275	8.06	67
detailed placement	253	7.40	64
floorplan	145	-	13
global route	275	8.06	67
global placement	253	7.40	64
metal layers:
| layer | track usage, % | part of all wire [%] |
|---|---|---|
| met5 | 0 | 0 |
| met4 | 0.352 | 0 |
| met3 | 3.30 | 36 |
| met2 | 0.963 | 23 |
| met1 | 0.997 | 40 |
cell families (layout without fill, tap and decap cells):
logic type                 count (synthesis)  in the layout  synth area share (%)
DFF                                        4              4                  55.2
muxes                                      1              1                  10.3
other                                      0              1                     0
adders and majority gates                  1              1                  8.62
buffers and inverters                      0              8                     0
and+or+nand+nor                            6              6                  19.8
xor gates and xnor gates                   1              1                  6.04
area by class of cell:
type,count,area (sq um)
fill,401,3140
antenna,1,2.50
sequential,4,80.1
clock buffer,3,22.5
multi-input combinational,9,65.1
timing repair buffer,5,50.0
tap,46,57.6
worst paths after layout:
check / from / end / slack (ns)
min: count[0] / count[0] / 0.46
min reg2reg: count[0] / count[0] / 0.46
max reg2reg: count[0] / count[3] / 0.62
max: count[1] / count[1] / 0.12
No activity file was given, so power comes from the tool's default toggle rates.
